--- flow/config.mk ---
export PLATFORM = sky130hd
export DESIGN_NAME = Adder32Bit
export DESIGN_NICKNAME = Adder32Bit
export VERILOG_FILES = /design/flow/design.v
export SDC_FILE = /design/flow/constraint.sdc
export NUM_CORES = 4
export LEC_CHECK = 1
export CORE_AREA = 10 10 85 85
export DIE_AREA = 0 0 95 95
--- flow/constraint.sdc ---
current_design Adder32Bit

set clk_period 18.1
set clk_io_pct 0.2

create_clock -name clk0 -period $clk_period

set non_clock_inputs [all_inputs -no_clocks]
set_input_delay [expr $clk_period * $clk_io_pct] -clock clk0 $non_clock_inputs
set_output_delay [expr $clk_period * $clk_io_pct] -clock clk0 [all_outputs]
--- flow/design.v ---
`timescale 1ns / 1ps
module Adder32Bit(A, B, Out);
input [31:0] A, B;
output reg [31:0] Out;
initial begin
Out <= 0;
end
always @(*) begin
Out <= A + B;
end
endmodule
--- flow/run.sh ---
#!/bin/bash
# OpenROAD 26Q1-2900-gdf79404cd8, Yosys 0.63+post, stock flow scripts
make -C /OpenROAD-flow-scripts/flow DESIGN_CONFIG=/design/flow/config.mk WORK_HOME=/design/flow/orfs finish
==> flow_summary.ini <==
; flow metrics
[status]
outcome = complete, no violations

[setup_path]
endpoint_kind = output port
critPathSlowestCell = clkdlybuf4s50_1
startpoint_type = primary input
cp.required_ns = 14.48
max_stage_delay_ns = 0.50
cp_max_fo = 4
criticalPathCategory = in -> out
cp_cell_sequence = clkdlybuf4s50_1 -> ha_1 -> fa_1 -> a21o_1 -> a31o_2 -> nand3_1 -> o221ai_1 -> a311oi_1 -> o21bai_1 -> xor2_1 -> clkdlybuf4s50_1
crit_path_frequent_cell = clkdlybuf4s50_1
arrival_ns = 6.56

[die]
die-area_sq_mm = 0.009025
io_pins = 96
fp_util = 0.3187
core_sq_mm = 0.005473
fp-row-count = 27
die_w_um = 95
die_h_um = 95

[finish]
drive_above_1_share = 0.03067
fin_cells = 398
lay_top_cells = clkdlybuf4s50_1 (96), ha_1 (31), a21oi_1 (29), a21o_1 (19), nand2_1 (18)
n_fill_cell = 571
clkbuf_count = 0
layout_top_cell = clkdlybuf4s50_1
fin_area_sq_mm = 0.002751
ff_count = 0
syn_to_final_growth_pct = 57.75
sequential_cell_area_sq_um = 0

[global_route]
grt_pass1_wl_um = 9377
grt_usage = 0.1227
grt_max_degree = 11
antenna_found_initial = 0
first_global_vias = 1988
overflow = 0

[sta]
worst_slew_pin_slew_ns = 0.5503
period_needed_ns = 10.18
slew-limit-headroom = 0.6237
max_freq_ghz = 0.09828
hold_viol = 0
setup-violations-final = 0
finalCritPeriodShare = 0.5622
worst_slack_ns = 7.925
fin_tns_setup_ns = 0
rsz0062_at_grt = false
final_max_slew_viol_count = 0

[detailed_routing]
insertedDiodeCount = 0
wirelength_um = 5780
drt-initial-drc-count = 48
post_drt_wl_per_cell_um = 14.52
dr.pass1.iters = 4
detail-route-antenna-nets = 0
num_vias = 2057
viasPerCell = 5.168
drc = 0

[yosys]
syn_area_sq_mm = 0.001744
ys_area_sq_mm = 0.001744
synth_cell_types = 50
postSynthAreaPerCell_sq_um = 7.237
yosys_cells = 241
synthCells = 241
yosys_warnings = 1
area_leaders = ha_1 (22%), a21oi_1 (8.3%), a21o_1 (8.2%), xor2_1 (7.5%), xnor2_1 (6.5%)
top_area_cell = ha_1
ys_seq_share = 0
yosys.area.top_type_share = 0.2224

[place]
dp_hpwl_um = 5158
placement.io_buffers = 96
globalplace.congestion = 0.9244
dp_cells = 398
place_ws_ns = 7.923
dpl-instance-area_sq_mm = 0.002751

[hold_path]
hold_class = in -> out
whs_path_depth = 3
min_to = Out[0]
hp-start = B[0]

[flow_run]
warning_count = 32
maxCapViolCount = 0

[power]
ir_drop_mv = 0.01494
power.density_mw_per_mm2 = 38.61
p_leak_nw = 1.176

[clocking]
cts_hold_buffers = 0
cts_setup_buffers = 0
ctsResizeCount = 0
## final cells by class
class	instances	area (sq um)	share of cell area
timing repair buffer	96	960.9	0.3492
inverter	6	22.52	0.008186
tap	72	90.09	0.03274
multi-input combinational	224	1678	0.6098
## where the power goes
part / internal (mW) / leakage (nW) / switching [mW] / total, mW
logic: 0.0643 / 1.18 / 0.0420 / 0.106
clock network: 0 / 0 / 0 / 0
registers: 0 / 0 / 0 / 0
total: 0.0643 / 1.18 / 0.0420 / 0.106
## layer usage
metal / GRT usage / up-vias / routed length, um / part of all wire
li1: - / 1096 / - / -
met1: 0.1658 / 907 / 2868 / 0.50
met2: 0.2122 / 54 / 2548 / 0.44
met3: 0.02083 / 0 / 363 / 0.063
met4: 0 / 0 / 0 / 0
met5: 0 / - / 0 / 0
## through the flow
stage	hold WS, ns	utilization	power, mW
after floorplan	7.312	-	0.05132
after global placement	8.284	0.5027	0.1077
after detailed placement	8.291	0.5027	0.1075
after CTS	8.281	0.5027	0.1082
after global routing	8.313	0.5027	0.1182
final	8.271	0.5027	0.1062
## critical path, delay by kind of cell
family / cells / cell delay [ns]
AOI/OAI and AO/OA: 5 / 1.16
buffers and inverters: 2 / 0.90
adders and majority gates: 2 / 0.66
xor gates and xnor gates: 1 / 0.13
and+or+nand+nor: 1 / 0.09
## worst max path at each step
stage / to / start / cells after the start
5_1_grt: Out[26] / A[0] / 11
4_1_cts: Out[26] / A[0] / 11
6_report: Out[26] / A[0] / 11
## logic make-up (layout without fill, tap and decap cells)
logic type               Yosys count  in the layout  synth area share
AND-OR/OR-AND                     97             97            0.3931
adder cells (fa/ha/maj)           32             32            0.2339
XOR/XNOR                          28             28            0.1406
AND/OR/NAND/NOR                   65             65            0.1829
buffers and inverters             17            102           0.03802
multiplexers                       2              2           0.01148
## synthesized netlist by cell type, types with 4 or more instances
library cell,n
o21bai_1,4
ha_1,31
o21ai_0,13
a21oi_1,29
nand2_1,18
inv_1,6
nor3_1,4
nand3_1,10
xor2_1,15
xnor2_1,13
nand4_1,8
nor2_1,12
clkbuf_1,8
a21o_1,19
Power and IR drop assume default switching activity.
