[flow/run.sh]
#!/bin/bash
# OpenROAD 26Q1-2900-gdf79404cd8, Yosys 0.63+post, stock flow scripts
make -C /OpenROAD-flow-scripts/flow DESIGN_CONFIG=/design/flow/config.mk WORK_HOME=/design/flow/orfs finish
[flow/config.mk]
export PLATFORM = sky130hd
export DESIGN_NAME = ALU32Bit
export DESIGN_NICKNAME = ALU32Bit
export VERILOG_FILES = /design/flow/design.v
export SDC_FILE = /design/flow/constraint.sdc
export NUM_CORES = 4
export LEC_CHECK = 1
export CORE_UTILIZATION = 40
[flow/constraint.sdc]
current_design ALU32Bit

set clk_period 16.4
set clk_io_pct 0.2

create_clock -name clk0 -period $clk_period

set non_clock_inputs [all_inputs -no_clocks]
set_input_delay [expr $clk_period * $clk_io_pct] -clock clk0 $non_clock_inputs
set_output_delay [expr $clk_period * $clk_io_pct] -clock clk0 [all_outputs]
[flow/design.v]
`timescale 1ns / 1ps
module ALU32Bit(ALUControl, A, B, immediate, ALUResult  );
	input [5:0] ALUControl;  
	input signed [31:0] A, B;	     
	input signed [31:0] immediate;
	output reg [31:0] ALUResult;	 
	always @(ALUControl, A, B, immediate) begin
	ALUResult <= 0;
	case(ALUControl)
	6'b100000:            
	begin
	ALUResult <= A + B;
	end					
	6'b001000:           
	begin
	ALUResult <= A + immediate;
	end
	6'b100010:          
	begin
	ALUResult <= A - B;
	end
	6'b000011:
	begin
	ALUResult <= A * B;    
	end
	6'b000000:
	begin
	ALUResult <= B << immediate[10:6];    
	end
	6'b000010:
	begin
	ALUResult <= B >> immediate[10:6];    
	end
	6'b100100:		 
	begin
	ALUResult <= A & B;
	end
	6'b001100:		 
	begin
	ALUResult <= A & immediate;
	end
	6'b100101:		 
	begin
	ALUResult <= A | B;
	end
	6'b001101:		 
	begin
	ALUResult <= A | immediate;
	end
	6'b100110:		 
	begin
	ALUResult <= A ^ B;
	end
	6'b001110:		 
	begin
	ALUResult <= A ^ immediate;
	end
	6'b100111:		 
	begin
	ALUResult <= ~(A | B);
	end
	6'b101010:		 
	begin
	if (A < B) begin
		ALUResult <= 1;
	end else begin
		ALUResult <= 0;
	end
	end
	6'b001010:		 
	begin
	if (A < immediate) begin
		ALUResult <= 1;
	end else begin
		ALUResult <= 0;
	end
	end
	default: begin
		ALUResult <= 0;
	end
	endcase
	end
endmodule
==> PnR_summary.wiki <==
== Flow metrics ==
{| class="wikitable"
! Metric !! Value
|-
| Highest-utilization routing layer at the global route stage || met2
|-
| RSZ-0062 raised after global routing || false
|-
| Hold WC Path Type || in2out
|-
| CTS Hold Buffers Added || 0
|-
| Number of top-level pins || 134
|-
| Antenna violations before repair || 11
|-
| Flip-flops || 0
|-
| Instance count of the mapped netlist || 3408
|-
| Met3 GRT Util || 16.4%
|-
| Tally of unique sky130hd cells used after synthesis || 90
|-
| Buffers & Inverters on Critical Path || 9
|-
| Most repeated library cell on the critical path || fa_1
|-
| Cell Count, Final, Fillers Out || 4328
|-
| Violations in the final reports || DRC
|-
| Critical path fanouts, max || 32
|-
| Detailed router's first-iteration violation count || 2129
|-
| Number of synthesis warnings || 1
|-
| Static Leak || 0.0139 uW
|-
| Total global routing overflow || 0
|-
| Switching share of power || 63.5%
|-
| Post-synthesis cell count from yosys || 3408
|-
| Estimated wirelength of the detail-placed design || 100000 um
|-
| Chip Area, Yosys || 26700 um2
|-
| Die x size || 261 um
|-
| Wire length per cell || 29.1 um
|-
| Worst Tran Pin Value || 984 ps
|-
| Max-cap viol count || 0
|-
| Final setup violation count || 0
|-
| Post-Synthesis Cell Area || 26700 um2
|-
| Data arrival time at the worst-slack endpoint || 12370 ps
|-
| Initial cell density of the core || 40.5%
|-
| Critical path startpoint category || input pin
|-
| Slew margin rel. || 33.5%
|-
| Share of the clock period used by the worst path after layout || 95.5%
|-
| Slowest CP cell || clkdlybuf4s50_1
|-
| Post_cts resized || 0
|-
| Met1 Track Usage GR || 52.1%
|-
| Setup repair bufs after CTS || 0
|-
| Chip area || 67900 um2
|-
| Wire length reported by the detailed router || 126000 um
|-
| Final Slew Violations || 0
|-
| Crit-path max cell delay || 860 ps
|-
| Placeable Area || 66000 um2
|-
| Fraction of met2 tracks used by global routing || 57.6%
|-
| Leading cell type in the layout, fill and taps excluded || inv_1
|-
| CP endpoint kind || output pin
|-
| Number of port buffers || 134
|-
| Run status || complete, but fails checks
|-
| DRC violations left || 12
|-
| Count of placed standard cells including taps || 4324
|-
| Required time at the worst-slack endpoint || 13120 ps
|-
| All-Layer GR Usage || 39.6%
|-
| Largest area contributor in the synthesized netlist || fa_1
|-
| Post-detailed-route via-to-cell ratio || 5.94
|-
| Count of clock-net buffers in the final layout || 0
|-
| Power density over the cells || 336 nW/um2
|-
| Hold Vio Cnt, Final || 0
|-
| First-pass GRT wire length || 183000 um
|-
| Sw Pwr || 6230 uW
|-
| Power Internal || 3580 uW
|-
| Length of the first detailed-routing pass in iterations || 49
|-
| Sequential area share after synthesis || 0%
|-
| Layout cell share with drive strength beyond 1 || 6.18%
|-
| Crit path max-delay family || adder cells
|-
| Antenna Violating Nets Remaining || 0
|-
| Average instance area after synthesis || 7.85 um2
|-
| Area share of the largest cell type after synthesis || 30.7%
|-
| Register cell area after layout || 0 um2
|-
| Tool warnings || 111
|-
| Maximum clock frequency || 63.9 MHz
|-
| DR vias || 25700
|-
| Vias in the first global route || 26000
|-
| Pin count of the biggest net entering global routing || 62
|-
| Chip height || 261 um
|-
| Peak supply drop || 1130 uV
|-
| Last weighted congestion value of the routability-driven placer || 1.12
|-
| Post-synth area hogs || fa_1 31%, ha_1 15%, inv_1 7.6%
|-
| Top Layout Cells || 540 x inv_1, 539 x nor2_1, 410 x fa_1
|-
| WS Path Type || in2out
|-
| Layout overhead on the synthesized area || 9.28%
|-
| Sum of negative setup slack || 0 ps
|-
| Std-Cell Rows || 94
|-
| Post-route minimum period || 15650 ps
|}
==> power groups by stage <==
stage | clock, uW | sequential [uW] | combinational (uW)
CTS | 0 | 0 | 9630
global route | 0.00000819 | 0 | 10500
==> per-stage QoR <==
| step | instance area (um2) | hold slack (ps) | utilization (%) | setup slack (ps) | total power (uW) |
|---|---|---|---|---|---|
| after floorplan | 26700 | 6760 | - | 3270 | 5950 |
| after global placement | 29200 | 7920 | 44.3 | 956 | 9580 |
| after detailed placement | 29200 | 7890 | 44.3 | 1080 | 9560 |
| after CTS | 29200 | 7910 | 44.3 | 1030 | 9630 |
| after global routing | 29200 | 7990 | 44.3 | 709 | 10500 |
| final | 29200 | 7950 | 44.3 | 745 | 9810 |
==> metal layers <==
layer | vias to the layer above | wire (um)
met4 | 12 | 7570
met3 | 333 | 15900
met5 | - | 146
met1 | 12600 | 47900
met2 | 1543 | 54300
li1 | 11200 | -
==> path summary, 6_finish.rpt <==
| path | startpoint | end | slack (ps) | cells past startpoint |
|---|---|---|---|---|
| min | immediate[4] | ALUResult[4] | 7950 | 6 |
| max | B[0] | ALUResult[23] | 750 | 27 |
==> layout make-up <==
class                      count  area (um2)
multi-input combinational   2650       23800
inverter                     556        2090
antenna                        4        10.0
fill                        6629       36700
timing repair buffer         254        2230
tap                          864        1080
==> Yosys cell counts (10+ instances only) <==
cell      number
inv_1        541
nor2_1       539
fa_1         410
nand2_1      327
ha_1         323
a21oi_1      145
clkbuf_1     131
xnor2_1      130
o21ai_0      127
mux2i_1       59
mux4_2        51
nand3_1       42
o221ai_1      34
buf_1         33
xor2_1        31
nor3_1        28
a31oi_1       26
buf_2         26
o22ai_1       25
o211ai_1      24
a211oi_1      23
a21o_1        23
o21ai_1       19
a221oi_1      15
nor4_1        15
o21a_1        15
o31ai_1       14
clkinv_1      13
nor2b_1       13
o21bai_1      13
or3_1         13
nand2b_1      12
and3_1        10
==> kinds of logic after synthesis <==
| logic type | Yosys count | share of synthesized area, % |
|---|---|---|
| xor+xnor | 161 | 5.27 |
| simple gates | 1050 | 16.4 |
| buf+inv | 758 | 11.0 |
| fa+ha+maj | 733 | 45.8 |
| compound gates | 585 | 14.5 |
| mux | 121 | 7.08 |
No activity file was given, so power comes from the tool's default toggle rates.
